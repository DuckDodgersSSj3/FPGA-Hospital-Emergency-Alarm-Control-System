==> design.v <==
`timescale 1ns / 1ps
module timer_parameter
    #(parameter FINAL_VALUE = 255)(
    input clk,
    input reset_n,
    input enable,
    output done
    );
    localparam BITS = $clog2(FINAL_VALUE);
    reg [BITS - 1:0] Q_reg, Q_next;
    always @(posedge clk, negedge reset_n)
    begin
        if (~reset_n)
            Q_reg <= 'b0;
        else if(enable)
            Q_reg <= Q_next;
        else
            Q_reg <= Q_reg;
    end
    assign done = Q_reg == FINAL_VALUE;
    always @(*)
        Q_next = done? 'b0: Q_reg + 1;
endmodule
==> run.sh <==
#!/bin/bash
# OpenROAD 26Q1-2900-gdf79404cd8, Yosys 0.63+post, stock flow scripts
make -C /OpenROAD-flow-scripts/flow DESIGN_CONFIG=/design/flow/config.mk WORK_HOME=/design/flow/orfs finish
==> config.mk <==
export PLATFORM = sky130hd
export DESIGN_NAME = timer_parameter
export DESIGN_NICKNAME = timer_parameter
export VERILOG_FILES = /design/flow/design.v
export SDC_FILE = /design/flow/constraint.sdc
export NUM_CORES = 4
export LEC_CHECK = 1
export CORE_AREA = 10 10 70 70
export DIE_AREA = 0 0 80 80
==> constraint.sdc <==
current_design timer_parameter

set clk_period 2.1
set clk_io_pct 0.2

create_clock -name clk0 -period $clk_period [get_ports {clk}]

set non_clock_inputs [all_inputs -no_clocks]
set_input_delay [expr $clk_period * $clk_io_pct] -clock clk0 $non_clock_inputs
set_output_delay [expr $clk_period * $clk_io_pct] -clock clk0 [all_outputs]
==> qor.txt <==
status -> completed
arrival time of the worst setup path -> 1590 ps
layout cell share with drive strength beyond 1 -> 23.3%
Yosys chip area -> 382 µm²
Peak VDD IR -> 0.687 mV
Hold Crit Class -> in2async
Setup TNS Final -> 0 ps
Period Utilization, post-route -> 95.7%
R2R depth -> 4
Die W -> 80 µm
I/O Buffers -> 3
area fraction in xor and xnor cells -> 11.5%
Worst-Margin Slew -> 373 ps
crit path time final -> 2010 ps
Area leader share -> 52.5%
hold buffers post-CTS -> 0
pin count of the biggest net entering global routing -> 9
Sink Count -> 8
first-pass GRT wire length -> 1200 µm
chip area -> 6400 µm²
cell taking the most area after synthesis -> dfrtp_1
vias per cell -> 3.18
Top logic family -> simple AND/OR/NAND/NOR gates
unrepaired setup endpoints after global routing -> false
Core ar. -> 3420 µm²
crit path launch -> Q_reg[3]
CTS tree -> built
Die Y -> 80 µm
crit path launch type -> flip-flop
syn_area_per_cell -> 10.9 µm²
routed via count -> 283
Clock Root Buffer -> clkbuf_4
Layout Skew -> 1.60 ps
H-tree levels -> 1
Layout fillers -> 398
DR iter-0 viols -> 6
clock-pin slew on the worst setup and hold paths -> 50 ps
tool warnings -> 25
crit end category -> output pin
leading post-synthesis cells by cell area -> dfrtp_1, xnor2_1, nand4_4
Final Hold Vio Count -> 0
Setup violations, final -> 0
mapped cell area -> 382 µm²
Mux area share -> 2.95%
Max clock buf depth -> 2
row count -> 21
crit path DRT -> 1680 ps
Compound Share, Synth -> 5.25%
final WL -> 736 µm
Routed Antenna Nets -> 0
max FFs per register -> 8
post-placement cell count -> 84
FP Core Util -> 11.2%
#FFs+latches synth -> 8
Num CTS Buffers -> 3
Slew headroom -> 75.0%
max-cap viol count -> 0
simple share -> 23.6%
Crit Path Max Fanout -> 5
initial antenna violation count -> 0
Leak Pwr -> 0.190 nW
Synth-to-Final Area Change -> 34.8%
vias in the first global route -> 257
Final Wtd Congestion -> 0.673
# IOs -> 4
WL per Instance -> 8.27 µm
Max Freq -> 0.498 GHz
final std cells w/o fill -> 89
total track usage -> 2.35%
# DRC -> 0
Yosys cell types -> 16
total congestion overflow -> 0
diodes inserted -> 0
fin. max-slew vios -> 0
Worst R2R Start -> Q_reg[0]
DP Wirelength -> 525 µm
# Cells Yosys -> 35
Setup CP Type -> reg2out
warnings from Yosys -> 1
adder share -> 3.28%
Synth Seq Share -> 52.5%
first drt pass iteration count -> 2
Commonest Layout Cell -> dfrtp_1
power per cell area -> 1160 nW/µm²
Insertion Delay late pin -> 250 ps
Gate Count Post-Synth -> 35
-- Yosys cell counts (all sizes together) --
library cell / count
nand2: 3
inv: 1
dfrtp: 8
xnor2: 3
nand4: 3
nand3: 2
or3: 2
mux2: 1
nor3: 2
ha: 1
nor2: 3
xor2: 2
a21oi: 2
o21ai: 2
-- stage by stage --
step / total power, mW / setup slack, ps / hold WS, ps / area, µm² / utilization (%)
floorplan: 0.403 / 937 / 124 / 382 / -
global placement: 0.439 / 206 / 463 / 469 / 13.7
detailed placement: 0.445 / 195 / 470 / 469 / 13.7
CTS: 0.569 / 8.75 / 460 / 497 / 14.5
global route: 0.641 / 0.455 / 477 / 514 / 15.1
finish: 0.595 / 90.9 / 447 / 514 / 15.1
-- power by group --
| part | internal (mW) | switching [mW] | total (mW) | leakage [nW] |
|---|---|---|---|---|
| Clock | 0.0655 | 0.0534 | 0.119 | 0.0138 |
| Sequential | 0.219 | 0.0706 | 0.289 | 0.0948 |
| Combinational | 0.103 | 0.0829 | 0.186 | 0.0813 |
-- worst max-delay path: stages, from the launching register on --
cell	delay, ps
dfrtp_1	410
nand4_1	210
nor3_2	230
clkdlybuf4s50_1	490
-- worst paths after layout --
| check | end | slack [ps] |
|---|---|---|
| max | done | 90 |
| min | Q_reg[5] | 450 |
| max reg2reg | Q_reg[0] | 810 |
| min reg2reg | Q_reg[6] | 480 |
| max in group asynchronous | Q_reg[0] | 1390 |
| min in group clk0 | Q_reg[6] | 480 |
-- per-layer routing --
metal,GRT usage (%),vias to the layer above,wire [µm]
li1,-,141,-
met1,3.45,135,396
met2,2.73,7,277
met3,1.59,0,62
met4,0.352,0,0
met5,0,-,0
-- area by class of cell --
cell class	instances	area [µm²]	share of cell area [%]
flip-flops and latches	8	200	38.9
multi-input cells	26	185	36.0
well taps	46	57.6	11.2
repair buffers	5	45.0	8.76
clock buffers	3	22.5	4.38
inverters	1	3.75	0.730
-- cell families after synthesis --
family                     count (synthesis)
and+or+nand+nor                           15
DFF                                        8
xor gates and xnor gates                   5
AOI/OAI and AO/OA                          4
buffers and inverters                      1
muxes                                      1
adders and majority gates                  1
-- timing repair --
item	CTS	global route
gates resized	1	1
endpoints found under the setup margin	1	1
setup buffers	0	2
No activity file was given, so power comes from the tool's default toggle rates.
