**./design.v**
```verilog
`timescale 1ns / 1ps
module uart_rx
    #(parameter DBIT = 8,     
                SB_TICK = 16  
    )
    (
        input clk, reset_n,
        input rx, s_tick,
        output reg rx_done_tick,
        output [DBIT - 1:0] rx_dout
    );
    localparam  idle = 0, start = 1,
                data = 2, stop = 3;
    reg [1:0] state_reg, state_next;
    reg [3:0] s_reg, s_next;                 
    reg [$clog2(DBIT) - 1:0] n_reg, n_next;  
    reg [DBIT - 1:0] b_reg, b_next;          
    always @(posedge clk, negedge reset_n)
    begin
        if (~reset_n)
        begin
            state_reg <= idle;
            s_reg <= 0;
            n_reg <= 0;
            b_reg <= 0;
        end
        else
        begin
            state_reg <= state_next;
            s_reg <= s_next;
            n_reg <= n_next;
            b_reg <= b_next;
        end
    end
    always @(*)
    begin
        state_next = state_reg;
        s_next = s_reg;
        n_next = n_reg;
        b_next = b_reg;
        rx_done_tick = 1'b0;
        case (state_reg)
            idle:                
                if (~rx)
                begin
                    s_next = 0;
                    state_next = start;                        
                end                 
            start:                
                if (s_tick)
                    if (s_reg == 7)
                    begin
                        s_next = 0;
                        n_next = 0;
                        state_next = data;
                    end
                    else                        
                        s_next = s_reg + 1;                                                                   
            data:
                if (s_tick)
                    if(s_reg == 15)
                    begin
                        s_next = 0;
                        b_next = {rx, b_reg[DBIT - 1:1]};  
                        if (n_reg == (DBIT - 1))
                            state_next = stop;
                        else
                            n_next = n_reg + 1;
                    end
                    else
                        s_next = s_reg + 1;
            stop:
                if (s_tick)
                    if(s_reg == (SB_TICK - 1))
                    begin
                        rx_done_tick = 1'b1;
                        state_next = idle;
                    end
                    else
                        s_next = s_reg + 1;
            default:
                state_next = idle;
        endcase
    end
    assign rx_dout = b_reg;
endmodule
```
**./run.sh**
```bash
#!/bin/bash
# OpenROAD 26Q1-2900-gdf79404cd8, Yosys 0.63+post, stock flow scripts
make -C /OpenROAD-flow-scripts/flow DESIGN_CONFIG=/design/flow/config.mk WORK_HOME=/design/flow/orfs finish
```
**./config.mk**
```make
export PLATFORM = sky130hd
export DESIGN_NAME = uart_rx
export DESIGN_NICKNAME = uart_rx
export VERILOG_FILES = /design/flow/design.v
export SDC_FILE = /design/flow/constraint.sdc
export NUM_CORES = 4
export LEC_CHECK = 1
export CORE_AREA = 10 10 104 104
export DIE_AREA = 0 0 114 114
```
**./constraint.sdc**
```tcl
current_design uart_rx

set clk_period 2.7
set clk_io_pct 0.2

create_clock -name clk0 -period $clk_period [get_ports {clk}]

set non_clock_inputs [all_inputs -no_clocks]
set_input_delay [expr $clk_period * $clk_io_pct] -clock clk0 $non_clock_inputs
set_output_delay [expr $clk_period * $clk_io_pct] -clock clk0 [all_outputs]
```
==> impl_metrics.py <==
# Synthesis and PnR figures
metrics = {
    "sta": {
        "final-max-slew-violation-count": 0,
        "timing_hold_violations_final": 0,
        "worst_hold_slack_ns": 0.5178,
        "max_freq_mhz": 419.9,
        "min_period_over_period_pct": 88.20,
        "timing.final.setup_violations": 0,
        "timing.slew.headroom_pct": 66.90,
        "fin_ws_ns": 0.3187,
        "final.setup_skew_ns": 0.006272,
        "tns_ns": 0,
        "period_needed_ns": 2.381,
        "max_slew.worst_pin.slew_ns": 0.4927,
        "rsz0062_at_grt": "no",
    },
    "synth": {
        "distinct_lib_cells": 27,
        "yosys.stat.seqShare_pct": 50.60,
        "yosys-mux-area-fraction_pct": 13.94,
        "synthDominantCellAreaShare_pct": 47.81,
        "synth_xor_xnor_area_share_pct": 0,
        "syn_avg_cell_area_um2": 11.35,
        "synth.cellmix.simpleShare_pct": 12.75,
        "yosys.area.top_type": "sky130_fd_sc_hd__dfrtp_1",
        "flip_flop_and_latch_count_after_synthesis": 19,
        "synth.cellmix.compoundShare_pct": 14.61,
        "synthTopCellsByArea": "sky130_fd_sc_hd__dfrtp_1 48%, sky130_fd_sc_hd__mux2_2 11%, sky130_fd_sc_hd__nand2_1 4.4%",
        "synth-area-yosys_um2": 942.2,
        "syn-cell-area_um2": 942.2,
        "ys_sh_adder_pct": 3.984,
        "post_synth_main_logic_family": "AND-OR/OR-AND gates",
        "number_of_warnings_issued_by_yosys": 1,
        "syn-instance-count": 83,
        "yosys-stat-cells": 83,
    },
    "cells_and_area": {
        "layout.cell_area.non_filler_um2": 1245,
        "largest_register_ffs": 8,
        "most-common-layout-cells": "18 x sky130_fd_sc_hd__dfrtp_1, 12 x sky130_fd_sc_hd__clkdlybuf4s50_1, 11 x sky130_fd_sc_hd__nand2_1",
        "mostFrequentLayoutCell": "sky130_fd_sc_hd__dfrtp_1",
        "area_delta_synth_final_pct": 32.14,
        "multi_input_comb_area_um2": 426.7,
        "layout.core_utilization_pct": 14.35,
        "layout.cells.non_filler": 206,
        "share_of_cells_above_drive_strength_1_pct": 19.39,
        "seqCellArea_um2": 476.7,
        "final.fill_count": 994,
    },
    "floorplan": {
        "initial_utilization_pct": 10.86,
        "fp.dieH_um": 114,
        "fp.coreArea_um2": 8678,
        "horizontal_die_dimension_um": 114,
        "floorplan.die_area_um2": 13000,
        "floorplan.rows": 34,
        "ios": 13,
    },
    "worst_setup_path": {
        "cp_data_required_time_ns": 2.16,
        "timing.critical_path.arrival_ns": 1.84,
        "timing_worst_setup_path_type": "input port to output port",
        "critical_path_peak_fanout": 5,
        "worst_setup_path_start_kind": "input port",
        "setup.worst_path.end_class": "output port",
    },
    "placement": {
        "postPlaceCellArea_um2": 1200,
        "dp_cells": 202,
        "pre_cts_slack_ns": 0.3034,
        "count_of_buffers_inserted_at_the_top_level_ports": 12,
        "place_hpwl_um": 1396,
        "finalWeightedCongestion": 0.7840,
    },
    "routing": {
        "detail_route.wl_per_cell_um": 9.034,
        "antenna_violating_nets_post_route": 0,
        "first_pass_iters": 4,
        "antennaDiodeCount": 0,
        "wl_met1_um": 908,
        "vias": 661,
        "topRoutingLayerUsed": "met3",
        "drt-total-wl_um": 1861,
        "via_per_instance_ratio": 3.209,
        "drc": 0,
        "met3_layer_wire_length_in_the_routed_design_um": 90,
        "met2WireLength_um": 863,
        "drt-initial-drc-count": 14,
    },
    "clock_tree": {
        "clock_path_buffers": 2,
        "clk_pin_slew_ns": 0.07,
        "tritoncts": "yes",
        "clock.latency.late_pin_ns": 0.25,
        "cts_sinks": 19,
        "cts.repair_timing.setup_buffer_count": 0,
        "cts_buffers": 3,
        "cts_resized": 0,
        "cts_root_buf": "sky130_fd_sc_hd__clkbuf_8",
        "cts_htree_levels": 1,
        "cts_hold_buffers": 0,
    },
    "global_route": {
        "grt_first_pass_wirelength_um": 3236,
        "grt_overflow_total": 0,
        "grt_pass1_vias": 652,
        "largest_net_degree_at_the_start_of_global_routing": 20,
        "grtUsageTotal_pct": 2.860,
        "antenna_found_initial": 0,
    },
    "hold_path": {
        "holdCritPathClass": "flop to flop",
    },
    "power_and_ir_drop": {
        "powerDensity_nw_per_um2": 822.4,
        "overall_power_consumption_mw": 1.024,
        "clock_group_share_of_total_power_pct": 19.2,
        "sw_frac_of_total_pct": 29.66,
        "p_sw_mw": 0.3037,
        "power.share.combinational_pct": 31.3,
        "cellInternalPower_mw": 0.7201,
        "leak_pwr_nw": 0.4844,
        "power.share.sequential_pct": 49.5,
        "irDropWorstVdd_v": 0.0003928,
    },
    "job": {
        "cap_violations": 0,
        "warning_count": 25,
    },
    "status": {
        "result_of_the_run": "finished clean",
    },
}
[power groups by stage]
stage         combinational [mW]  sequential (mW)  clock (mW)
finish                     0.320            0.507       0.197
CTS                        0.330            0.510       0.210
global route               0.363            0.527       0.222
[critical path, stage by stage]
cell,delay [ns]
sky130_fd_sc_hd__clkdlybuf4s50_1,0.53
sky130_fd_sc_hd__nand4_4,0.16
sky130_fd_sc_hd__nor2_1,0.13
sky130_fd_sc_hd__clkdlybuf4s50_1,0.48
[layout make-up]
cell class	instances	area share, %
sequential	19	38.29
multi-input combinational	55	34.27
timing repair buffer	15	11.46
tap	108	10.85
clock buffer	4	3.618
inverter	5	1.508
[synthesized netlist by cell type]
cell,number
sky130_fd_sc_hd__a2111oi_4,1
sky130_fd_sc_hd__a211o_1,1
sky130_fd_sc_hd__a21o_1,1
sky130_fd_sc_hd__a21oi_1,1
sky130_fd_sc_hd__a41o_2,1
sky130_fd_sc_hd__a41oi_1,1
sky130_fd_sc_hd__buf_2,3
sky130_fd_sc_hd__clkbuf_2,1
sky130_fd_sc_hd__dfrtp_1,18
sky130_fd_sc_hd__dfstp_2,1
sky130_fd_sc_hd__ha_1,3
sky130_fd_sc_hd__inv_1,5
sky130_fd_sc_hd__mux2_2,9
sky130_fd_sc_hd__mux2i_1,3
sky130_fd_sc_hd__nand2_1,11
sky130_fd_sc_hd__nand3_1,3
sky130_fd_sc_hd__nand4_1,1
sky130_fd_sc_hd__nand4_4,1
sky130_fd_sc_hd__nor2_1,2
sky130_fd_sc_hd__nor2b_1,2
sky130_fd_sc_hd__nor3_1,2
sky130_fd_sc_hd__nor4_1,1
sky130_fd_sc_hd__o21ai_0,6
sky130_fd_sc_hd__o221ai_1,1
sky130_fd_sc_hd__o22ai_1,1
sky130_fd_sc_hd__o31ai_1,2
sky130_fd_sc_hd__o41ai_1,1
[worst paths after layout]
check / depth (start not counted) / endpoint / slack, ns / startpoint
min in group asynchronous: 2 / state_reg[3] / 0.61 / reset_n
setup / recovery: 4 / rx_done_tick / 0.32 / s_tick
setup reg to reg: 5 / b_reg[2] / 0.73 / s_reg[0]
max in group asynchronous: 2 / state_reg[0] / 1.83 / reset_n
hold / removal: 2 / s_reg[1] / 0.52 / s_reg[1]
hold reg to reg: 2 / s_reg[1] / 0.52 / s_reg[1]
[kinds of logic (layout without fill, tap and decap cells)]
family,count (synthesis),in the layout
AND-OR/OR-AND,17,17
adder cells (fa/ha/maj),3,3
buffers and inverters,9,24
flip-flops,19,19
multiplexers,12,12
AND/OR/NAND/NOR,23,23
[per-layer routing]
| metal | track usage, % | up-vias |
|---|---|---|
| li1 | - | 334 |
| met1 | 4.157 | 317 |
| met2 | 4.214 | 10 |
| met3 | 0.8506 | 0 |
| met4 | 0.3342 | 0 |
| met5 | 0 | - |
