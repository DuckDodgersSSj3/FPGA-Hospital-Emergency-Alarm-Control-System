==> design.v <==
`timescale 1ns / 1ps
module uart_tx
    #(parameter DBIT = 8,     
                SB_TICK = 16  
    )
    (
        input clk, reset_n,
        input tx_start, s_tick,        
        input [DBIT - 1:0] tx_din,
        output reg tx_done_tick,
        output tx
    );
    localparam  idle = 0, start = 1,
                data = 2, stop = 3;
    reg [1:0] state_reg, state_next;
    reg [3:0] s_reg, s_next;                 
    reg [$clog2(DBIT) - 1:0] n_reg, n_next;  
    reg [DBIT - 1:0] b_reg, b_next;          
    reg tx_reg, tx_next;                     
    always @(posedge clk, negedge reset_n)
    begin
        if (~reset_n)
        begin
            state_reg <= idle;
            s_reg <= 0;
            n_reg <= 0;
            b_reg <= 0;
            tx_reg <= 1'b1;
        end
        else
        begin
            state_reg <= state_next;
            s_reg <= s_next;
            n_reg <= n_next;
            b_reg <= b_next;
            tx_reg <= tx_next;
        end
    end
    always @(*)
    begin
        state_next = state_reg;
        s_next = s_reg;
        n_next = n_reg;
        b_next = b_reg;
        tx_done_tick = 1'b0;
        case (state_reg)
            idle:   
            begin    
                tx_next = 1'b1;         
                if (tx_start)
                begin
                    s_next = 0;
                    b_next = tx_din;
                    state_next = start;                        
                end
            end                 
            start:    
            begin
                tx_next = 1'b0;            
                if (s_tick)
                    if (s_reg == 15)
                    begin
                        s_next = 0;
                        n_next = 0;
                        state_next = data;
                    end
                    else                        
                        s_next = s_reg + 1;
            end                                                                                       
            data:
            begin
                tx_next = b_reg[0];
                if (s_tick)
                    if(s_reg == 15)
                    begin
                        s_next = 0;
                        b_next = {1'b0, b_reg[DBIT - 1:1]};  
                        if (n_reg == (DBIT - 1))
                            state_next = stop;
                        else
                            n_next = n_reg + 1;
                    end
                    else
                        s_next = s_reg + 1;
            end
            stop:
            begin
                tx_next = 1'b1;
                if (s_tick)
                    if(s_reg == (SB_TICK - 1))
                    begin
                        tx_done_tick = 1'b1;
                        state_next = idle;
                    end
                    else
                        s_next = s_reg + 1;                        
            end
            default:
                state_next = idle;
        endcase
    end
    assign tx = tx_reg;
endmodule
==> run.sh <==
#!/bin/bash
# OpenROAD 26Q1-2900-gdf79404cd8, Yosys 0.63+post, stock flow scripts
make -C /OpenROAD-flow-scripts/flow DESIGN_CONFIG=/design/flow/config.mk WORK_HOME=/design/flow/orfs finish
==> config.mk <==
export PLATFORM = sky130hd
export DESIGN_NAME = uart_tx
export DESIGN_NICKNAME = uart_tx
export VERILOG_FILES = /design/flow/design.v
export SDC_FILE = /design/flow/constraint.sdc
export NUM_CORES = 4
export LEC_CHECK = 1
export CORE_AREA = 10 10 96 96
export DIE_AREA = 0 0 106 106
==> constraint.sdc <==
current_design uart_tx

set clk_period 5.7
set clk_io_pct 0.2

create_clock -name clk0 -period $clk_period [get_ports {clk}]

set non_clock_inputs [all_inputs -no_clocks]
set_input_delay [expr $clk_period * $clk_io_pct] -clock clk0 $non_clock_inputs
set_output_delay [expr $clk_period * $clk_io_pct] -clock clk0 [all_outputs]
==> metrics.log <==
[flow] collecting metrics
[metrics] number of design-rule violations left by the first detailed-router iteration: 45
[metrics] detailed-route vias per instance: 3.81
[metrics] Adder Share, Synth: 3.67%
[metrics] buffers inserted during post-CTS setup optimization: 0
[metrics] final weighted congestion of routability-driven global placement: 0.783
[metrics] number of hold buffers added after cts: 0
[metrics] part of the cycle the worst path needs: 60.8%
[metrics] Cells after Synth: 103
[metrics] kind of start point of the critical path: input pin
[metrics] area added between synthesis and finish: 30.2%
[metrics] dpl cells: 213
[metrics] width of the chip: 106 microns
[metrics] Simple-Gate Area Share: 16.8%
[metrics] crit path time final: 3.46 ns
[metrics] peak fanout along the critical path: 5
[metrics] crit path DRT: 4.56 ns
[metrics] vertical extent of the die: 106 microns
[metrics] maximum clock frequency: 0.289 GHz
[metrics] relative slew slack: 63.3%
[metrics] fraction of final layout cells sized beyond drive strength 1: 10.2%
[metrics] Hold Violations, Final: 0
[metrics] warning total across the stage logs: 25
[metrics] critical path endpoint category: output pin
[metrics] part of the power in registers: 41.2%
[metrics] combinational gate area: 477 sq um
[metrics] clock network power share: 21.2%
[metrics] number of antenna-violating nets in the routed design: 0
[metrics] FF+latch count, synth: 20
[metrics] CTS H-tree lvls: 1
[metrics] max capacitance violation total: 0
[metrics] Root Buffer: sky130_fd_sc_hd__clkbuf_8
[metrics] Layout Utilization: 18.5%
[metrics] max FFs per register: 8
[metrics] start point of the critical path: s_tick
[metrics] Post-Route Skew: 0.00389 ns
[metrics] top cells by area: sky130_fd_sc_hd__dfrtp_1 44%, sky130_fd_sc_hd__o22ai_1 8.0%, sky130_fd_sc_hd__dfstp_2 5.1%
[metrics] area occupied by registers: 503 sq um
[metrics] number of antenna violations at the first check in global routing: 0
[metrics] input/output buffers: 13
[metrics] combinational share of power: 37.6%
[metrics] standard cell core area: 0.00721 sq mm
[metrics] Total Neg Setup Slack: 0 ns
[metrics] post-synthesis compound-gate area fraction: 25.2%
[metrics] sequential element share of the synthesized area: 49.2%
[metrics] CTS Buf Count: 3
[metrics] global route total overflow: 0
[metrics] post-synth design cell area: 0.00102 sq mm
[metrics] Pwr Density: 497 mW/mm^2
[metrics] fraction of power spent switching nets: 35.9%
[metrics] final standard cell count with taps included and fillers excluded: 217
[metrics] worst min path class: reg -> reg
[metrics] largest area contributor in the synthesized netlist: sky130_fd_sc_hd__dfrtp_1
[metrics] Die Footprint: 0.0112 sq mm
[metrics] cell count in the Yosys report: 103
[metrics] number of global-route vias before repair: 775
[metrics] Floorplan Utilization: 14.2%
[metrics] pre-CTS worst setup slack: 2.21 ns
[metrics] flop-to-flop setup slack: 4.03 ns
[metrics] clock edge transition at the registers on the reported setup and hold paths: 0.07 ns
[metrics] wire length per cell after detailed routing: 10.7 microns
[metrics] fraction of synthesized cell area taken by the top area cell type: 44.1%
[metrics] transition time at the pin with the least slew margin: 0.547 ns
[metrics] unrepaired setup endpoints after global routing: false
[metrics] worst path arrival time: 2.32 ns
[metrics] number of cell rows: 31
[metrics] most frequent cells in the layout: 18 x sky130_fd_sc_hd__dfrtp_1, 13 x sky130_fd_sc_hd__o22ai_1, 13 x sky130_fd_sc_hd__clkdlybuf4s50_1
[metrics] pin count of the biggest net entering global routing: 21
[metrics] parity-gate share of the synthesized area counting xor and xnor cells: 0%
[metrics] total detailed-routing wirelength: 2320 microns
[metrics] number of distinct standard cells referenced by the synthesized netlist: 32
[metrics] total cell area reported by yosys after synthesis: 0.00102 sq mm
[metrics] first-pass GRT wire length: 3990 microns
[metrics] smallest setup slack after layout: 2.24 ns
[metrics] number of buffers between clock root and the deepest sink: 2
[metrics] net switching power of the design: 237 uW
[metrics] R2R Path Start: s_reg[0]$_DFFE_PN0P_
[metrics] share of cell area taken by muxes after synthesis: 0.979%
[metrics] outcome: finished clean
[metrics] number of top-level pins: 14
[metrics] Final Slew Violations: 0
[metrics] mean post-synth cell area: 9.92 sq um
[metrics] TritonCTS clock tree: built
[metrics] global-route total usage across every layer: 4.25%
[metrics] maximum ir drop on the vdd rail: 0.119 mV
[metrics] number of DRC violations after detailed routing: 0
[metrics] post-cts sizing count: 0
[metrics] start point of the worst hold path: b_reg[3]$_DFFE_PN0P_
[metrics] Filler Cell Count: 815
[metrics] detailed-route via count: 827
[metrics] Detail Placement HPWL: 1770 microns
[metrics] Final Setup Violations: 0
[metrics] most used logic cell in the final layout: sky130_fd_sc_hd__dfrtp_1
[metrics] Top logic family: AND-OR/OR-AND gates
[metrics] yosys warning tally: 1
[metrics] DRT Pass-1 Iters: 4
[metrics] leakage power figure: 0.540 nW
[metrics] Antenna Cells: 0
[metrics] clock insertion delay at the later pin of the skew report: 0.26 ns
[metrics] startpoint-to-endpoint class of the critical path: in -> out
[metrics] clock sink count: 20
[metrics] cell internal pwr: 424 uW
==> cell families (layout without fill, tap and decap cells) <==
| logic type | after synthesis | after routing |
|---|---|---|
| compound gates | 39 | 39 |
| fa+ha+maj | 3 | 3 |
| buf+inv | 8 | 23 |
| flops | 20 | 20 |
| mux | 1 | 1 |
| simple gates | 32 | 32 |
==> worst paths after layout <==
path / to / depth (start not counted)
max: tx_done_tick / 4
min: b_reg[3]$_DFFE_PN0P_ / 1
max reg2reg: b_reg[4]$_DFFE_PN0P_ / 5
min reg2reg: b_reg[3]$_DFFE_PN0P_ / 1
max in group asynchronous: tx_reg$_DFF_PN1_ / 2
min in group asynchronous: state_reg[3]$_DFF_PN0_ / 2
==> through the flow <==
stage                     hold WS (ns)  power [mW]  cell area (sq um)
final                            0.505       0.661               1330
after global routing             0.535       0.717               1330
after CTS                        0.507       0.667               1330
after detailed placement         0.490       0.524               1260
after global placement           0.482       0.518               1260
after floorplan                  0.465       0.459               1020
==> power by group through the flow <==
stage,Clock (mW),Sequential (mW),Combinational [mW]
final,0.140,0.272,0.248
after CTS,0.144,0.272,0.251
after global routing,0.151,0.285,0.281
==> routing by layer <==
layer / part of all wire (%) / GRT usage [%]
met5: 0 / 0
met4: 0.69 / 0.290
met3: 6.4 / 1.53
met2: 47 / 6.93
met1: 46 / 5.52
==> cell usage after synthesis <==
cell type	n
sky130_fd_sc_hd__buf_2	1
sky130_fd_sc_hd__and4_1	1
sky130_fd_sc_hd__inv_1	5
sky130_fd_sc_hd__nand3_1	3
sky130_fd_sc_hd__and3_4	1
sky130_fd_sc_hd__o21ai_0	1
sky130_fd_sc_hd__nor3_1	3
sky130_fd_sc_hd__mux2i_1	1
sky130_fd_sc_hd__dfstp_2	2
sky130_fd_sc_hd__ha_1	3
sky130_fd_sc_hd__o41ai_1	1
sky130_fd_sc_hd__nand2_1	12
sky130_fd_sc_hd__nand3_2	1
sky130_fd_sc_hd__nor2_1	4
sky130_fd_sc_hd__nand4_1	2
sky130_fd_sc_hd__a41o_1	1
sky130_fd_sc_hd__a22oi_1	2
sky130_fd_sc_hd__buf_4	1
sky130_fd_sc_hd__o21a_1	1
sky130_fd_sc_hd__o21ai_1	4
sky130_fd_sc_hd__a21o_1	2
sky130_fd_sc_hd__nor3_2	2
sky130_fd_sc_hd__buf_6	1
sky130_fd_sc_hd__nand2b_1	2
sky130_fd_sc_hd__a21oi_1	8
sky130_fd_sc_hd__dfrtp_1	18
sky130_fd_sc_hd__o2bb2ai_1	3
sky130_fd_sc_hd__o211ai_2	1
sky130_fd_sc_hd__a2bb2oi_1	1
sky130_fd_sc_hd__a21boi_1	1
sky130_fd_sc_hd__nor2b_1	1
sky130_fd_sc_hd__o22ai_1	13
==> critical path, stage by stage <==
cell	delay [ns]
sky130_fd_sc_hd__clkdlybuf4s50_1	0.55
sky130_fd_sc_hd__inv_1	0.07
sky130_fd_sc_hd__nor2_1	0.10
sky130_fd_sc_hd__clkdlybuf4s50_1	0.47
==> area by class of cell <==
type	count	area share, %
Tap cell	99	9.30
Inverter	5	1.41
Clock inverter	1	2.26
Timing Repair Buffer	14	10.3
Sequential cell	20	37.8
Clock buffer	3	3.10
Multi-Input combinational cell	75	35.8
No activity file was given, so power comes from the tool's default toggle rates.
